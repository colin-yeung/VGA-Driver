<file path="flow/config.mk">
export PLATFORM = sky130hd
export DESIGN_NAME = circle
export DESIGN_NICKNAME = circle
export VERILOG_FILES = /design/flow/design.v
export SDC_FILE = /design/flow/constraint.sdc
export NUM_CORES = 4
export LEC_CHECK = 1
export CORE_UTILIZATION = 30
</file>
<file path="flow/constraint.sdc">
current_design circle

set clk_period 4.9
set clk_io_pct 0.2

create_clock -name clk0 -period $clk_period [get_ports {clk}]

set non_clock_inputs [all_inputs -no_clocks]
set_input_delay [expr $clk_period * $clk_io_pct] -clock clk0 $non_clock_inputs
set_output_delay [expr $clk_period * $clk_io_pct] -clock clk0 [all_outputs]
</file>
<file path="flow/design.v">
module circle(input logic clk, input logic rst_n, input logic [2:0] colour,
            input logic [7:0] centre_x, input logic [6:0] centre_y, input logic [7:0] radius,
            input logic start, output logic done,
            output logic [7:0] vga_x, output logic [6:0] vga_y,
            output logic [2:0] vga_colour, output logic vga_plot);
    reg signed [9:0] crit;
    reg [7:0] offset_x;
    reg [6:0] offset_y;
    reg [3:0] present_state, next_state;
    reg signed [9:0] x_total;   
    reg signed [8:0] y_total;  
    assign vga_colour = colour;
    assign vga_x = vga_plot ? $unsigned(x_total[7:0]) : 8'd0;
    assign vga_y = vga_plot ? $unsigned(y_total[6:0]) : 7'd0;
    always @(posedge clk) begin
            if(~rst_n)
               present_state <= 4'b0000;
            else if(start)
               present_state <= next_state;
    end
    always_comb begin
        case(present_state)
            4'b0000: next_state = 4'b0001; 
            4'b0001: next_state = 4'b0010;
            4'b0010: next_state = 4'b0011; 
            4'b0011: next_state = 4'b0100; 
            4'b0100: next_state = 4'b0101;
            4'b0101: next_state = 4'b0110;
            4'b0110: next_state = 4'b0111;
            4'b0111: next_state = 4'b1000;
            4'b1000: 
                begin
                    if(offset_y <= offset_x) begin
                        next_state = 4'b0001;
                    end
                    else
                        next_state = 4'b1001;
                end
            4'b1001:    next_state = 4'b1001;
            default:  next_state = 4'bxxxx; 
        endcase
    end
    always @(posedge clk) begin
        if(~rst_n) begin
            offset_x <= radius;
            offset_y <= 7'b0;
            crit <= 8'sd1 - $signed(radius);
        end else begin
            case(present_state)
                4'b0000:
                    begin
                        done = 1'b0;
                        vga_plot = 1'b0;
                    end
                4'b0001:
                    begin
                        x_total = centre_x + offset_x; 
                        y_total = centre_y + offset_y;   
                        done = 1'b0; 
                        if((x_total >= 10'sd0) && (x_total <= 10'sd160) && (y_total >= 9'sd0) && (y_total <= 9'sd120))
                            vga_plot = 1'b1;  
                        else 
                            vga_plot = 1'b0; 				  
                    end
                4'b0010:
                    begin
                        x_total = centre_x + offset_y;
                        y_total = centre_y + offset_x;
                        done = 1'b0; 
                        if((x_total >= 10'sd0) && (x_total <= 10'sd160) && (y_total >= 9'sd0) && (y_total <= 9'sd120))
                            vga_plot = 1'b1;  
                        else 
                            vga_plot = 1'b0; 	  
                    end
                4'b0011:
                    begin
                        x_total = centre_x - offset_x;
                        y_total = centre_y + offset_y; 
                        done = 1'b0; 
                        if((x_total >= 10'sd0) && (x_total <= 10'sd160) && (y_total >= 9'sd0) && (y_total <= 9'sd120))
                            vga_plot = 1'b1;  
                        else 
                            vga_plot = 1'b0;     
                    end
                4'b0100:
                    begin
                        x_total = centre_x - offset_y;
                        y_total = centre_y + offset_x;
                        done = 1'b0; 
                        if((x_total >= 10'sd0) && (x_total <= 10'sd160) && (y_total >= 9'sd0) && (y_total <= 9'sd120))
                            vga_plot = 1'b1;  
                        else 
                            vga_plot = 1'b0;   	  
                    end
                4'b0101:
                    begin
                        x_total = centre_x - offset_x; 
                        y_total = centre_y - offset_y; 
                        done = 1'b0; 
                        if((x_total >= 10'sd0) && (x_total <= 10'sd160) && (y_total >= 9'sd0) && (y_total <= 9'sd120))
                            vga_plot = 1'b1;  
                        else 
                            vga_plot = 1'b0;   
                    end
                4'b0110:
                    begin
                        x_total = centre_x - offset_y;
                        y_total = centre_y - offset_x;
                        done = 1'b0; 
                        if((x_total >= 10'sd0) && (x_total <= 10'sd160) && (y_total >= 9'sd0) && (y_total <= 9'sd120))
                            vga_plot = 1'b1;  
                        else 
                            vga_plot = 1'b0;
                    end  
                4'b0111:
                    begin
                        x_total = centre_x + offset_x;
                        y_total = centre_y - offset_y;
                        done = 1'b0; 
                        if((x_total >= 10'sd0) && (x_total <= 10'sd160) && (y_total >= 9'sd0) && (y_total <= 9'sd120))
                            vga_plot = 1'b1;  
                        else 
                            vga_plot = 1'b0;
                    end
                4'b1000:
                    begin
                        x_total = centre_x + offset_y;
                        y_total = centre_y - offset_x;
                        done = 1'b0; 
                        if((x_total >= 10'sd0) && (x_total <= 10'sd160) && (y_total >= 9'sd0) && (y_total <= 9'sd120))
                            vga_plot = 1'b1;  
                        else 
                            vga_plot = 1'b0;
                        offset_y = offset_y + 7'b1;
                        if(crit <= 10'sd0) 
                            crit = crit + (10'd2 * offset_y) + 10'd1; 
                        else begin
                            offset_x = offset_x - 8'd1; 
                            crit = crit + (10'd2 * (offset_y - offset_x)) + 10'd1;
                        end
                    end
                4'b1001:
                    begin
                        done = 1'b1; 
                        vga_plot = 1'b0;
                    end
                default: 
                    begin
                        done = 1'bx; 
                        vga_plot = 1'bx;
                    end
            endcase 
        end
    end
endmodule
</file>
<file path="flow/run.sh">
#!/bin/bash
# OpenROAD 26Q1-2900-gdf79404cd8, Yosys 0.63+post, stock flow scripts
make -C /OpenROAD-flow-scripts/flow DESIGN_CONFIG=/design/flow/config.mk WORK_HOME=/design/flow/orfs finish
</file>
==> results.sh <==
# implementation run metrics
export IMPL_outcome="finished, final reports clean"
export IMPL_skew_ns=0.0130
export IMPL_slew_headroom=0.482
export IMPL_sw_frac_of_total=0.388
export IMPL_worstPathCellList="inv_1 > ha_1 > xnor2_1 > ha_1 > a21oi_1 > maj3_2 > maj3_1 > nor2_1 > nor2_1 > xnor2_1 > ha_1 > or3_1 > o21ai_0 > a21oi_1 > xnor2_1 > o21ai_0"
export IMPL_synthFlopType="edfxtp_1"
export IMPL_drive_gt1_frac=0.0559
export IMPL_start_kind="register"
export IMPL_p_comb_frac=0.444
export IMPL_top_layer="met4"
export IMPL_finalHoldViolations=0
export IMPL_grt_max_degree=37
export IMPL_drc_errors=0
export IMPL_utilization=0.343
export IMPL_syn_area_um2=7220
export IMPL_hp_class="reg2reg"
export IMPL_ys_cells=874
export IMPL_vias=6538
export IMPL_ctsResizeCount=0
export IMPL_vdd_drop_max_mv=0.121
export IMPL_instances_no_fill=1214
export IMPL_yosysWarningCount=1
export IMPL_cts_hold_fix_buffers=0
export IMPL_period_used=0.809
export IMPL_power_switching_mw=0.652
export IMPL_cpPeakStageDelay_ns=0.79
export IMPL_edf_count=35
export IMPL_gp_congestion=0.942
export IMPL_rsz0062_at_grt="false"
export IMPL_async_reset_ff_frac=0
export IMPL_port_buffers=42
export IMPL_setup_viol=0
export IMPL_synth_cell_type_count=88
export IMPL_path_max_fanout=8
export IMPL_p_leak_nw=3.20
export IMPL_post_cts_buffers=0
export IMPL_die_area_um2=24700
export IMPL_power_density_nw_per_um2=208
export IMPL_dpl_cell_count=1206
export IMPL_mostFrequentLayoutCell="ha_1"
export IMPL_drt_vias_per_instance=5.39
export IMPL_cts_sinks=52
export IMPL_slew_viol_final=0
export IMPL_ys_seq_share=0.193
export IMPL_ant_nets=0
export IMPL_critPathArrivalTime_ns=4.04
export IMPL_core_um2=23500
export IMPL_path_buffers=1
export IMPL_worst_pin_slew_ns=0.766
export IMPL_cp_top_family="adder cells"
export IMPL_fillCellCount=2440
export IMPL_yosysTopAreaCell="ha_1"
export IMPL_tritoncts="built"
export IMPL_yosys_area_um2=7220
export IMPL_n_antenna_cell=0
export IMPL_tool_warnings=57
export IMPL_path_class="reg2reg"
export IMPL_fmax_ghz=0.252
export IMPL_clockBufferDepth=2
export IMPL_timing_hold_ws_ns=0.497
export IMPL_cts_buffers=5
export IMPL_setup_tns_final_ns=0
export IMPL_syn_inst=874
export IMPL_dr_pass1_iters=5
export IMPL_initCoreUtil=0.307
export IMPL_p_seq_frac=0.325
export IMPL_synth_flop_count=52
export IMPL_required_ns=4.98
export IMPL_drtIter0Drc=554
export IMPL_reg2reg_slack_ns=0.94
export IMPL_maxCapViolations=0
export IMPL_pwr_share_clk=0.231
export IMPL_slowest_stage="edfxtp_1"
export IMPL_drt_total_wl_um=21300
export IMPL_rows=56
export IMPL_dr_wl_met2_um=9370
export IMPL_top_cells_by_area="ha_1, edfxtp_1, xnor2_1"
export IMPL_top_cell_area_share=0.154
export IMPL_cts_htree_levels=2
export IMPL_crit_path_end_kind="register"
export IMPL_clock_latency_ns=0.32
export IMPL_grt_overflow_total=0
export IMPL_place_ws_ns=0.797
export IMPL_hpwl_um=16700
export IMPL_cts_root_buf="clkbuf_16"
export IMPL_grt_pass1_wl_um=33900
export IMPL_dr_wl_met3_um=1450
export IMPL_fin_ws_ns=0.936
export IMPL_wirelength_met1_um=10100
export IMPL_p_int_mw=1.03
export IMPL_wl_per_cell_um=17.6
export IMPL_grt_pass1_vias=6092
export IMPL_fin_crit_ns=3.96
export IMPL_antenna_found_initial=0
export IMPL_syn_avg_cell_area_um2=8.26
export IMPL_final_cell_mix="ha_1, inv_1, nor2_1"
export IMPL_syn2layout_area_growth_pct=11.9
export IMPL_die_size_y_um=157
export IMPL_ios=49
export IMPL_die_w_um=157
export IMPL_grt_util_all_layers=0.181
export IMPL_clk_pin_slew_ns=0.09
cell families after synthesis:
kind of cell	count (synthesis)	synth area share
xor+xnor	62	0.0752
simple gates	286	0.216
compound gates	248	0.242
buf+inv	104	0.0582
fa+ha+maj	103	0.189
mux	19	0.0270
flops	52	0.193
per-stage QoR:
stage	power [mW]	area [um2]
global placement	1.29	7930
detailed placement	1.29	7930
CTS	1.68	8080
finish	1.68	8080
floorplan	1.09	7220
global route	1.79	8080
metal layers:
| layer | global-route usage | up-vias |
|---|---|---|
| met1 | 0.269 | 3042 |
| li1 | - | 3270 |
| met4 | 0.0310 | 0 |
| met3 | 0.0331 | 29 |
| met5 | 0 | - |
| met2 | 0.281 | 197 |
synth_stat cells (12+ instances only):
cell type   n
ha_1       89
inv_1      65
nor2_1     58
a21oi_1    50
nand2_1    44
xnor2_1    42
o21ai_0    40
edfxtp_1   35
nor3_1     30
nor2b_1    28
clkbuf_1   24
nand3_1    22
and2_1     21
xor2_1     20
dfxtp_1    17
mux2i_1    15
o22ai_1    14
or2_2      14
a211oi_1   13
or3_1      13
a21o_1     12
o211ai_1   12
flip-flops by register name (all words and copies together) (netlist names):
name and cells:
x_total 8, done 1, crit 10, y_total 7, present_state 10, offset_x 8
offset_y 7, vga_plot 1
area by class of cell:
cell class | instances | area (um2) | area share
Timing Repair Buffer | 51 | 483 | 0.0598
Inverter | 66 | 248 | 0.0307
Multi-Input combinational cell | 718 | 5410 | 0.670
Tap cell | 319 | 399 | 0.0494
Clock buffer | 5 | 125 | 0.0155
Clock inverter | 3 | 22.5 | 0.00279
Sequential cell | 52 | 1390 | 0.172
path summary, 6_finish.rpt:
path / from / endpoint / depth (start not counted)
worst min-delay path: present_state[0]$_DFF_P_ / present_state[0]$_DFF_P_ / 2
worst min register to register: present_state[0]$_DFF_P_ / present_state[0]$_DFF_P_ / 2
worst max-delay path: offset_x[1]$_DFFE_PP_ / crit[8]$_DFFE_PP_ / 16
worst max register to register: offset_x[1]$_DFFE_PP_ / crit[8]$_DFFE_PP_ / 16
tightest hold or removal path: stages, from the launching register on:
cell and delay (ns):
dfxtp_1 0.33, inv_1 0.05, o21ai_0 0.07
power by group through the flow:
stage                 registers [mW]  logic (mW)  clock network (mW)
after global routing           0.550       0.833               0.411
after CTS                      0.546       0.740               0.392
final                          0.546       0.745               0.388
Power figures rest on the tool's default switching activity, not on a simulated workload.
