==> ./design.v <==
module reuleaux(input logic clk, input logic rst_n, input logic [2:0] colour,
                input logic [7:0] centre_x, input logic [6:0] centre_y, input logic [7:0] diameter,
                input logic start, output logic done,
                output logic [7:0] vga_x, output logic [6:0] vga_y,
                output logic [2:0] vga_colour, output logic vga_plot);
    reg signed [9:0] crit;
    reg [7:0] offset_x;
    reg [6:0] offset_y;
    reg [2:0] present_state, next_state;
    reg signed [9:0] x_total;   
    reg signed [8:0] y_total;  
    reg [7:0] c_x1, c_x2, c_x3; 
    reg [6:0] c_y1, c_y2, c_y3;
    assign vga_colour = colour;
    assign vga_x = $unsigned(x_total[7:0]);
    assign vga_y = $unsigned(y_total[6:0]);    
    assign c_x1 = centre_x + (diameter >> 1);
    assign c_y1 = centre_y + (((diameter * 19'b0000000_010010011111) + (1 << 11)) >> 12);
    assign c_x2 = centre_x - (diameter >> 1);
    assign c_y2 = centre_y + (((diameter * 19'b0000000_010010011111) + (1 << 11)) >> 12);
    assign c_x3 = centre_x; 
    assign c_y3 = centre_y - (((diameter * 19'b0000000_100100111110) + (1 << 11)) >> 12);
    always @(posedge clk) begin
        if(~rst_n)
            present_state <= 3'b000;
        else if(start)
            present_state <= next_state;
    end
    always_comb begin
        case(present_state)
            3'b000: next_state = 3'b001; 
            3'b001: next_state = 3'b010;
            3'b010: next_state = 3'b011; 
            3'b011: next_state = 3'b100; 
            3'b100: next_state = 3'b101;
            3'b101: next_state = 3'b110;
            3'b110: 
                begin
                    if(offset_y <= offset_x) begin
                        next_state = 3'b001;
                    end
                    else
                        next_state = 3'b111;
                end
            3'b111:    next_state = 3'b111;
            default:  next_state = 4'bxxxx; 
        endcase
    end
    always @(posedge clk) begin
        if(~rst_n) begin
            offset_x <= diameter;
            offset_y <= 7'b0;
            crit <= 8'sd1 - $signed(diameter);
        end
        else begin
            case(present_state)
                3'b000:
                    begin
                        done = 1'b0;
                        vga_plot = 1'b0;
                    end
                3'b001:
                    begin
                        x_total = c_x3 + offset_y;
                        y_total = c_y3 + offset_x;
                        done = 1'b0; 
                        if(((x_total >= 10'sd0) && (x_total <= 10'sd160) && (y_total >= 9'sd0) && (y_total <= 9'sd120)) && (x_total <= c_x1))
                            vga_plot = 1'b1;  
                        else 
                            vga_plot = 1'b0; 	  
                    end
                3'b010:
                    begin
                        x_total = c_x3 - offset_y;
                        y_total = c_y3 + offset_x;
                        done = 1'b0; 
                        if(((x_total >= 10'sd0) && (x_total <= 10'sd160) && (y_total >= 9'sd0) && (y_total <= 9'sd120)) && (x_total >= c_x2))
                            vga_plot = 1'b1;  
                        else 
                            vga_plot = 1'b0;   	  
                    end
                3'b011:
                    begin
                        x_total = c_x1 - offset_x; 
                        y_total = c_y1 - offset_y; 
                        done = 1'b0; 
                        if((x_total >= 10'sd0) && (x_total <= 10'sd160) && (y_total >= 9'sd0) && (y_total <= 9'sd120))
                            vga_plot = 1'b1;  
                        else 
                            vga_plot = 1'b0;   
                    end
                3'b100:
                    begin
                        x_total = c_x1 - offset_y;
                        y_total = c_y1 - offset_x;
                        done = 1'b0; 
                        if(((x_total >= 10'sd0) && (x_total <= 10'sd160) && (y_total >= 9'sd0) && (y_total <= 9'sd120)) && (x_total <= c_x3))
                            vga_plot = 1'b1;  
                        else 
                            vga_plot = 1'b0;
                    end 
                3'b101:
                    begin
                        x_total = c_x2 + offset_x;
                        y_total = c_y2 - offset_y;
                        done = 1'b0; 
                        if((x_total >= 10'sd0) && (x_total <= 10'sd160) && (y_total >= 9'sd0) && (y_total <= 9'sd120))
                            vga_plot = 1'b1;  
                        else 
                            vga_plot = 1'b0;
                    end
                3'b110:
                    begin
                        x_total = c_x2 + offset_y;
                        y_total = c_y2 - offset_x;
                        done = 1'b0; 
                        if(((x_total >= 10'sd0) && (x_total <= 10'sd160) && (y_total >= 9'sd0) && (y_total <= 9'sd120)) && (x_total >= c_x3))
                            vga_plot = 1'b1;  
                        else 
                            vga_plot = 1'b0;
                        offset_y = offset_y + 7'b1;
                        if(crit <= 10'sd0) 
                            crit = crit + (10'd2 * offset_y) + 10'd1; 
                        else begin
                            offset_x = offset_x - 8'd1; 
                            crit = crit + (10'd2 * (offset_y - offset_x)) + 10'd1;
                        end
                    end
                3'b111:
                    begin
                        x_total = 8'd0;
                        y_total = 7'd0;
                        done = 1'b1; 
                        vga_plot = 1'b0;
                    end
                default: 
                    begin
                        done = 1'bx; 
                        vga_plot = 1'bx;
                    end
            endcase 
        end
    end
endmodule
==> ./run.sh <==
#!/bin/bash
# OpenROAD 26Q1-2900-gdf79404cd8, Yosys 0.63+post, stock flow scripts
make -C /OpenROAD-flow-scripts/flow DESIGN_CONFIG=/design/flow/config.mk WORK_HOME=/design/flow/orfs finish
==> ./config.mk <==
export PLATFORM = sky130hd
export DESIGN_NAME = reuleaux
export DESIGN_NICKNAME = reuleaux
export VERILOG_FILES = /design/flow/design.v
export SDC_FILE = /design/flow/constraint.sdc
export NUM_CORES = 4
export LEC_CHECK = 1
export CORE_UTILIZATION = 50
==> ./constraint.sdc <==
current_design reuleaux

set clk_period 8.9
set clk_io_pct 0.2

create_clock -name clk0 -period $clk_period [get_ports {clk}]

set non_clock_inputs [all_inputs -no_clocks]
set_input_delay [expr $clk_period * $clk_io_pct] -clock clk0 $non_clock_inputs
set_output_delay [expr $clk_period * $clk_io_pct] -clock clk0 [all_outputs]
==> datasheet_impl.txt <==
Summary of implementation characteristics

Parameter                              Value

Worst setup path
  Reg2reg end .................. vga_plot
  Peak fanout along the critical path .................. 4
  Cell with the most instances on the worst path .................. sky130_fd_sc_hd__fa_1
  Worst-path cell with the longest stage delay .................. sky130_fd_sc_hd__fa_1
  Crit start category .................. primary input
  Crit path DAT .................. 8.58 ns
  Critical path launch point .................. diameter[5]
  Depth of the most critical reg-to-reg path .................. 16
  Data required time at the worst endpoint .................. 8.96 ns
  Worst reg2reg startpoint .................. offset_y[2]
  Kind of critical path .................. in -> reg
  Largest incremental delay on the critical path .................. 0.57 ns
  Crit end category .................. flop
  Slack of the worst reg-to-reg path .................. 4.88 ns

Clock tree
  Number of buffers on the longest clock path .................. 2
  Clk slew on worst S/H paths .................. 0.08 ns
  Hold buffer count at CTS .................. 0
  H-tree depth .................. 2
  Clock buffer count from CTS .................. 5
  Clock tree from TritonCTS .................. done
  Clock sink count .................. 50
  Clock root buffer master .................. sky130_fd_sc_hd__clkbuf_16
  Insertion delay at the late pin of the worst-skew pair .................. 0.31 ns

Floorplan
  X dimension of the die .................. 146.6 µm
  Core utilization before placement .................. 51.33%
  Number of ports placed on the die boundary .................. 49
  Std cell rows .................. between 50 and 60
  Die H .................. 146.6 µm
  Area of the core .................. 20360 µm²
  Chip Footprint .................. 21490 µm²

Finish
  Proportion of layout cells with a drive suffix above 1 .................. 9.292%
  Final core occ .................. 58.85%
  Area added between synthesis and finish .................. 14.65%
  Number of inserted filler cells in the final layout .................. 1930
  FF/Latch Area .................. 1351 µm²
  Comb gate area .................. 8457 µm²
  Count of placed standard cells in the final layout, fillers left out .................. 1626

Flow run
  Number of OpenROAD warnings .................. ~47
  Count of maximum capacitance violations .................. 0

Routing
  Sum of routed wire length over all layers .................. 29610 µm
  DR DRC count .................. 0
  DRC violation total after the first TritonRoute iteration .................. approximately 500
  Count of vias placed by the detailed router .................. 9119
  Routed wire length per instance .................. 18.21 µm
  Vias per inst .................. 5.608
  Post-route ant nets .................. 0
  Drt first pass iters .................. 5
  Count of inserted antenna diode cells .................. 0

Synth
  Yosys warning count .................. 7
  Number of cells in the yosys synthesis report .................. 1243
  Sequential cell area fraction in the yosys report .................. 12.93%
  Summed standard-cell area reported by yosys .................. 10450 µm²
  Synthesized area .................. 10450 µm²
  Instance count of the mapped netlist .................. 1243
  Post-synthesis async set-or-reset flop share .................. 0%
  Distinct lib cells used .................. approximately 70
  Dominant register cell in the synthesized netlist .................. sky130_fd_sc_hd__edfxtp_1
  Post-synth regs .................. 50
  Count of library flops with an enable pin .................. 35
  Syn avg cell area .................. between 8 and 9 µm²

Power and ir drop
  Pwr dens .................. 382.0 nW/µm²
  Leakage Power .................. between 5 and 6 nW
  Total Power Consumption .................. 4.578 mW
  Worst supply voltage drop on vdd .................. roughly 440 µV

Place
  GP Congestion .................. 0.9867
  HPWL after detailed placement .................. 25160 µm
  PortBufs .................. about 42
  Number of placed instances with taps included .................. 1618

GRT
  Antenna violations before repair .................. 1
  First-pass GRT wire length .................. 47240 µm
  Via count of the first global-routing pass .................. 8765
  Overall overflow remaining after global route .................. 0
  Maximum number of pins on one net before global-route repair .................. about 54
  Gr usage total .................. 29.34%

Run status
  Run status .................. finished clean

Timing
  Headroom to the max-slew limit .................. between 40% and 50%
  Worst hold slack .................. approximately 0.47 ns
  Max Clock Freq .................. 0.1174 GHz
  Worst clock skew on the final layout .................. 0.01455 ns
  RSZ-0062 raised after global routing .................. false
  Shortest clock period the worst path allows after layout .................. 8.514 ns
  Setup-failing EPs final .................. 0
  Max-slew violation total from the final report .................. 0
  Least-Margin Pin Slew .................. 0.7491 ns
  Final Hold Violation Tally .................. 0
  Tcrit/Tclk final .................. around 96%

Worst hold path
  Hold worst-path end .................. done
  Beginning of the worst hold path .................. present_state[7]
  Worst hold path class .................. reg -> reg
  Hold path cells .................. 0
-- cells in the final DEF (no fill, tap or decap), types with 39 or more instances in the layout --
cell | synthesis | routed
sky130_fd_sc_hd__nor2_1 | 66 | 66
sky130_fd_sc_hd__inv_1 | 171 | 171
sky130_fd_sc_hd__clkdlybuf4s50_1 | 0 | 41
sky130_fd_sc_hd__ha_1 | 227 | 224
sky130_fd_sc_hd__xnor2_1 | 81 | 81
sky130_fd_sc_hd__fa_1 | 41 | 39
sky130_fd_sc_hd__o21ai_0 | 76 | 70
sky130_fd_sc_hd__a21oi_1 | 92 | 89
sky130_fd_sc_hd__nand2_1 | 52 | 52
sky130_fd_sc_hd__buf_4 | 3 | 85
-- registers in the layout, indices dropped and copies added (netlist names) --
| register | cells |
|---|---|
| crit | 10 |
| offset_x | 8 |
| present_state | 8 |
| x_total | 8 |
| offset_y | 7 |
| y_total | 7 |
| done | 1 |
| vga_plot | 1 |
-- worst max-delay path by stage --
| stage | end | slack (ns) | depth (start not counted) |
|---|---|---|---|
| final | vga_plot | 0.39 | 30 |
| after global routing | vga_plot | 0.003 | 30 |
| after CTS | vga_plot | 0.12 | 29 |
-- where the power goes --
part           internal [mW]  leakage, nW  switching (mW)
clock                  0.106       0.0712           0.103
combinational           2.00         5.11            1.98
sequential             0.352        0.458          0.0321
total                   2.46         5.64            2.12
-- Yosys cell counts (25+ instances only) --
| cell type | count | area (µm²) |
|---|---|---|
| sky130_fd_sc_hd__a21oi_1 | 92 | 460.4 |
| sky130_fd_sc_hd__edfxtp_1 | 35 | 1051 |
| sky130_fd_sc_hd__nand2_1 | 52 | 195.2 |
| sky130_fd_sc_hd__nor2b_1 | 32 | 200.2 |
| sky130_fd_sc_hd__xnor2_1 | 81 | 709.4 |
| sky130_fd_sc_hd__a21o_1 | 29 | 217.7 |
| sky130_fd_sc_hd__o21a_1 | 27 | 202.7 |
| sky130_fd_sc_hd__inv_1 | 171 | 641.9 |
| sky130_fd_sc_hd__xor2_1 | 25 | 219.0 |
| sky130_fd_sc_hd__nor2_1 | 66 | 247.7 |
| sky130_fd_sc_hd__fa_1 | 41 | 820.8 |
| sky130_fd_sc_hd__o21ai_0 | 76 | 380.4 |
| sky130_fd_sc_hd__ha_1 | 227 | 2840 |
-- stage by stage --
stage / cell area, µm² / setup WS (ns) / TNS [ns]
after global routing: 11980 / 0.002850 / 0
after floorplan: 10450 / 0.6140 / 0
after CTS: 11880 / 0.1184 / 0
after detailed placement: 11740 / -0.1997 / -0.1997
after global placement: 11740 / -0.1209 / -0.1209
final: 11980 / 0.3857 / 0
-- critical path: cells and delay by family --
| kind | cells | cell delay, ns |
|---|---|---|
| compound gates | 12 | 2.11 |
| buf+inv | 4 | 0.74 |
| simple gates | 3 | 0.34 |
| fa+ha+maj | 8 | 3.12 |
| xor+xnor | 3 | 0.47 |
-- routing by layer --
metal	share of wire [%]	vias up	routed length, µm	GRT usage (%)
met1	46	4204	13720	42.30
met5	0	-	0	0
met3	5.0	58	1471	4.045
met2	45	224	13420	47.16
met4	3.4	0	1002	7.760
li1	-	4633	-	-
-- cells by family (layout without fill, tap and decap cells) --
kind of cell    count (synthesis)  after routing  share of synthesized area, %
flops                          50             50                         12.93
simple gates                  273            273                         13.49
fa+ha+maj                     269            269                         35.13
buf+inv                       193            306                         7.134
compound gates                340            340                         21.28
xor+xnor                      106            106                         8.882
mux                            12             12                         1.149
-- area by class of cell --
class | count | area share (%)
inverter | 171 | 5.356
clock inverter | 2 | 0.1148
tap | 270 | 2.819
multi-input combinational | 1000 | 70.57
sequential | 50 | 11.28
clock buffer | 6 | 1.075
timing repair buffer | 127 | 8.791
-- repair_timing --
item,in CTS,in global routing
buffers inserted,0,0
endpoints found under the setup margin,0,3
resized,0,29
endpoints found under the hold margin,0,0
No activity file was given, so power comes from the tool's default toggle rates.
